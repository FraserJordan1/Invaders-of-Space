==> design/flow/run.sh <==
#!/bin/bash
# OpenROAD 26Q1-2900-gdf79404cd8, Yosys 0.63+post, stock flow scripts
make -C /OpenROAD-flow-scripts/flow DESIGN_CONFIG=/design/flow/config.mk WORK_HOME=/design/flow/orfs finish
==> design/flow/config.mk <==
export PLATFORM = sky130hd
export DESIGN_NAME = clock_divider
export DESIGN_NICKNAME = clock_divider
export VERILOG_FILES = /design/flow/design.v
export SDC_FILE = /design/flow/constraint.sdc
export NUM_CORES = 4
export LEC_CHECK = 1
export CORE_UTILIZATION = 30
==> design/flow/constraint.sdc <==
current_design clock_divider

set clk_period 7.2
set clk_io_pct 0.2

create_clock -name clk0 -period $clk_period [get_ports {clk}]

set non_clock_inputs [all_inputs -no_clocks]
set_input_delay [expr $clk_period * $clk_io_pct] -clock clk0 $non_clock_inputs
set_output_delay [expr $clk_period * $clk_io_pct] -clock clk0 [all_outputs]
==> design/flow/design.v <==
module clock_divider (clk, reset, divided_clocks);
	input logic reset, clk;
	output logic [31:0] divided_clocks = 0;
	always_ff @(posedge clk) begin
		divided_clocks <= divided_clocks + 1;
	end
endmodule
==> results.py <==
# Generated from Yosys and OpenROAD reports
metrics = {
    "outcome": {
        "status": "finished clean",
    },
    "final_layout": {
        "mostFrequentLayoutCells": "dfxtp_1, clkdlybuf4s50_1, xor2_1, nand3_1, xnor2_1",
        "fin_area_sq_mm": 0.00177,
        "drive_above_1_share": 0.0982,
        "largest_reg_flops": 32,
        "reg.largest.list": "divided_clocks (32)",
        "largest_register": "divided_clocks",
        "areaGrowthSynthToFinish_pct": 34.0,
    },
    "synthesis": {
        "yosysTopAreaCell": "dfxtp_1",
        "netlist_area_sq_mm": 0.00132,
        "top_cells_by_area": "dfxtp_1, xor2_1, xnor2_1",
        "top_cell_area_share": 0.486,
        "ys_ff": 32,
        "aoi_share": 0,
        "yosysWarnings": 1,
        "xor_area_frac": 0.199,
        "ys_seq_share": 0.486,
        "synth-adder-area-share": 0.00949,
        "synthCells": 127,
        "ys_types": 24,
        "ys_sh_simple": 0.272,
        "ys_cells": 127,
        "syn_avg_cell_area_sq_um": 10.4,
        "yosys_area_sq_mm": 0.00132,
        "logic_family": "simple AND/OR/NAND/NOR gates",
        "mux_area_frac": 0,
    },
    "clocking": {
        "hold_buffers": 0,
        "cts_tree": "yes",
        "cts_inserted_buffers": 5,
        "clock_sinks": 32,
        "clk_transition_reported_paths_ns": 0.06,
        "post_cts_buffers": 0,
        "htree_levels": 2,
        "clockRootBuffer": "clkbuf_8",
        "clkLatencyLatePin_ns": 0.27,
        "clockBufferDepth": 2,
        "ctsResizeCount": 0,
    },
    "floorplanning": {
        "core_sq_mm": 0.00412,
        "die_w_um": 68.3,
        "ios": 34,
        "die_y_um": 68.3,
        "num_rows": 23,
        "initCoreUtil": 0.320,
        "dieArea_sq_mm": 0.00466,
    },
    "setup_path": {
        "crit-reg2reg-capture": "divided_clocks[24]$_DFF_P_",
        "crit_slowest_cell": "clkdlybuf4s50_1",
        "critPathTopFamily": "buffers and inverters",
        "cp_max_fo": 6,
        "critPathLaunchType": "flip-flop",
        "path_cells": "clkdlybuf4s50_1",
        "end_kind": "output port",
        "reg2reg_depth": 5,
        "worstSetupPathType": "reg -> out",
        "cp_slowest_stage_delay_ns": 0.50,
        "cp_num_buf_inv": 1,
        "required_ns": 5.76,
        "regToRegSetupSlack_ns": 5.35,
        "reg2reg_from": "divided_clocks[0]$_DFF_P_",
        "critPathArrivalTime_ns": 1.21,
    },
    "drt": {
        "wl_per_cell_um": 11.0,
        "final_antenna_net_count": 0,
        "vias": 969,
        "topRoutingLayerUsed": "met4",
        "dr.pass1.iters": 4,
        "diodes": 0,
        "met3RoutedLength_um": 135,
        "m1WireLength_um": 1200,
        "wl_um": 2350,
        "vias_per_cell": 4.55,
        "drt_iter0_markers": 70,
        "wl_met2_um": 977,
        "drc": 0,
    },
    "global_routing": {
        "grt_pass1_wl_um": 3880,
        "track_usage": 0.112,
        "grt_max_degree": 12,
        "grt_pass1_vias": 844,
        "antenna_found_initial": 0,
        "globalRoute.totalOverflow": 0,
    },
    "min_path": {
        "hp-start": "divided_clocks[0]$_DFF_P_",
        "min_to": "divided_clocks[0]$_DFF_P_",
        "min_path_cells": 1,
        "hold_path.class": "reg -> reg",
    },
    "sta": {
        "post-route-min-period_ns": 2.65,
        "setup_viol": 0,
        "setup-tns-final_ns": 0,
        "fin_hold_ws_ns": 0.450,
        "clock-skew-final_ns": 0.00287,
        "maxSlewViolCount": 0,
        "hold_viol_final": 0,
        "fmax_mhz": 377,
        "finalCritPeriodShare": 0.369,
        "setup_slack_ns": 4.55,
        "worst_slew_pin_slew_ns": 0.568,
        "rsz0062_at_grt": "no",
        "max_slew_margin": 0.620,
    },
    "power": {
        "total_power_mw": 0.315,
        "leakage_nw": 0.704,
        "power_per_cell_area_mw_per_mm2": 178,
        "worst_ir_drop_vdd_mv": 0.0975,
    },
    "placed_design": {
        "io_buffers": 32,
        "pre_cts_ws_ns": 4.84,
        "dpl-instance-area_sq_mm": 0.00168,
        "place_congestion": 0.732,
        "hpwl_um": 1620,
    },
    "job": {
        "warnings": 26,
        "cap_violations": 0,
    },
}
[metrics by stage]
step | utilization | cells
after floorplan | - | 127
after global placement | 0.407 | 205
after detailed placement | 0.407 | 205
after CTS | 0.429 | 213
after global routing | 0.429 | 213
final | 0.429 | 213
[worst register-to-register path: cells and delay by family (launching register included)]
kind	cells	cell delay (ns)
flops	1	0.42
fa+ha+maj	1	0.26
xor+xnor	1	0.18
simple gates	3	0.92
[final cells by class]
| cell class | instances | area [sq um] |
|---|---|---|
| Fill cell | 375 | 2350 |
| Clock buffer | 8 | 90.1 |
| Timing Repair Buffer | 32 | 320 |
| Multi-Input combinational cell | 86 | 634 |
| Sequential cell | 32 | 641 |
| Inverter | 5 | 18.8 |
| Tap cell | 50 | 62.6 |
[how the worst max path moves through the flow]
stage                                     start                 to  slack [ns]  cells past startpoint
after CTS             divided_clocks[2]$_DFF_P_  divided_clocks[2]        4.53                      1
final                 divided_clocks[2]$_DFF_P_  divided_clocks[2]        4.55                      1
after global routing  divided_clocks[7]$_DFF_P_  divided_clocks[7]        4.45                      1
[synthesized netlist by cell type]
| cell type | instances |
|---|---|
| dfxtp_1 | 32 |
| xor2_1 | 20 |
| nand3_1 | 10 |
| xnor2_1 | 10 |
| nand2_1 | 9 |
| nor2_1 | 6 |
| inv_1 | 5 |
| nor4_2 | 5 |
| and4_1 | 4 |
| nor3_1 | 4 |
| nor4_1 | 4 |
| nand4_1 | 3 |
| and3_1 | 2 |
| buf_2 | 2 |
| nand3_2 | 2 |
| buf_1 | 1 |
| buf_6 | 1 |
| ha_1 | 1 |
| nand2b_1 | 1 |
| nor3b_1 | 1 |
| nor4_4 | 1 |
| or2_2 | 1 |
| or3_1 | 1 |
| or3_4 | 1 |
[layer usage]
layer,vias up,global-route usage
met5,-,0
met4,0,0.0208
met3,7,0.0270
met2,29,0.158
met1,431,0.175
li1,502,-
[power breakdown]
part / leakage [nW] / total, mW / switching [mW] / internal (mW)
Clock: 0.0455 / 0.138 / 0.0602 / 0.0778
Combinational: 0.401 / 0.000000401 / 0 / 0
Sequential: 0.258 / 0.177 / 0 / 0.177
[logic make-up after synthesis]
family,after synthesis
AND/OR/NAND/NOR,55
flip-flops,32
XOR/XNOR,30
buffers and inverters,9
adder cells (fa/ha/maj),1
Power figures rest on the tool's default switching activity, not on a simulated workload.
